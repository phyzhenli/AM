`flow/config.mk`:
```
export PLATFORM = sky130hd
export DESIGN_NAME = unsigned_32x32_l10_lamb10_1
export DESIGN_NICKNAME = unsigned_32x32_l10_lamb10_1
export VERILOG_FILES = /design/flow/design.v
export SDC_FILE = /design/flow/constraint.sdc
export NUM_CORES = 4
export LEC_CHECK = 1
export CORE_UTILIZATION = 30
```
`flow/constraint.sdc`:
```
current_design unsigned_32x32_l10_lamb10_1

set clk_period 39.8
set clk_io_pct 0.2

create_clock -name clk0 -period $clk_period

set non_clock_inputs [all_inputs -no_clocks]
set_input_delay [expr $clk_period * $clk_io_pct] -clock clk0 $non_clock_inputs
set_output_delay [expr $clk_period * $clk_io_pct] -clock clk0 [all_outputs]
```
`flow/design.v`:
```
module unsigned_32x32_l10_lamb10_1 (
	input [31:0] x,
	input [31:0] y,
	output [63:0] z
);
wire [31:0] part1 =  y & {32{x[0]}};
wire [31:0] part2 =  y & {32{x[1]}};
wire [31:0] part3 =  y & {32{x[2]}};
wire [31:0] part4 =  y & {32{x[3]}};
wire [31:0] part5 =  y & {32{x[4]}};
wire [31:0] part6 =  y & {32{x[5]}};
wire [31:0] part7 =  y & {32{x[6]}};
wire [31:0] part8 =  y & {32{x[7]}};
wire [31:0] part9 =  y & {32{x[8]}};
wire [31:0] part10 =  y & {32{x[9]}};
wire [31:0] part11 =  y & {32{x[10]}};
wire [31:0] part12 =  y & {32{x[11]}};
wire [31:0] part13 =  y & {32{x[12]}};
wire [31:0] part14 =  y & {32{x[13]}};
wire [31:0] part15 =  y & {32{x[14]}};
wire [31:0] part16 =  y & {32{x[15]}};
wire [31:0] part17 =  y & {32{x[16]}};
wire [31:0] part18 =  y & {32{x[17]}};
wire [31:0] part19 =  y & {32{x[18]}};
wire [31:0] part20 =  y & {32{x[19]}};
wire [31:0] part21 =  y & {32{x[20]}};
wire [31:0] part22 =  y & {32{x[21]}};
wire [31:0] part23 =  y & {32{x[22]}};
wire [31:0] part24 =  y & {32{x[23]}};
wire [31:0] part25 =  y & {32{x[24]}};
wire [31:0] part26 =  y & {32{x[25]}};
wire [31:0] part27 =  y & {32{x[26]}};
wire [31:0] part28 =  y & {32{x[27]}};
wire [31:0] part29 =  y & {32{x[28]}};
wire [31:0] part30 =  y & {32{x[29]}};
wire [31:0] part31 =  y & {32{x[30]}};
wire [31:0] part32 =  y & {32{x[31]}};
wire [38:0] new_part1;
assign new_part1[0] = 0;
assign new_part1[1] = part1[1] ^ part2[0];
assign new_part1[2] = part1[1] ^ part2[0];
assign new_part1[3] = part1[2] ^ part2[1];
assign new_part1[4] = part3[2] ^ part4[1];
assign new_part1[5] = 0;
assign new_part1[6] = part1[5] ^ part2[4];
assign new_part1[7] = part1[6] & part2[5];
assign new_part1[8] = part1[8] & part2[7];
assign new_part1[9] = part1[9] | part2[8];
assign new_part1[10] = part1[9] ^ part2[8];
assign new_part1[11] = part3[8] ^ part4[7];
assign new_part1[12] = part3[10] ^ part4[9];
assign new_part1[13] = part1[12] & part2[11];
assign new_part1[14] = part9[5] ^ part10[4];
assign new_part1[15] = part1[15] ^ part2[14];
assign new_part1[16] = part1[15] | part2[14];
assign new_part1[17] = part1[16] ^ part2[15];
assign new_part1[18] = part1[17] & part2[16];
assign new_part1[19] = part3[17] | part4[16];
assign new_part1[20] = part5[16] | part6[15];
assign new_part1[21] = 0;
assign new_part1[22] = part1[21] | part2[20];
assign new_part1[23] = part1[23] | part2[22];
assign new_part1[24] = part3[21] ^ part4[20];
assign new_part1[25] = part5[20] & part6[19];
assign new_part1[26] = part1[26] ^ part2[25];
assign new_part1[27] = part5[23] | part6[22];
assign new_part1[28] = part1[28] | part2[27];
assign new_part1[29] = part3[26] ^ part4[25];
assign new_part1[30] = part9[21] ^ part10[20];
assign new_part1[31] = part1[31] & part2[30];
assign new_part1[32] = part3[29] | part4[28];
assign new_part1[33] = part3[30] ^ part4[29];
assign new_part1[34] = part3[31] & part4[30];
assign new_part1[35] = part9[27] ^ part10[26];
assign new_part1[36] = part9[27] ^ part10[26];
assign new_part1[37] = part7[30] & part8[29];
assign new_part1[38] = part9[29] & part10[28];
wire [37:0] new_part2;
assign new_part2[0] = 0;
assign new_part2[1] = 0;
assign new_part2[2] = 0;
assign new_part2[3] = 0;
assign new_part2[4] = 0;
assign new_part2[5] = 0;
assign new_part2[6] = part3[4] | part4[3];
assign new_part2[7] = part7[1] & part8[0];
assign new_part2[8] = part1[8] ^ part2[7];
assign new_part2[9] = part5[5] | part6[4];
assign new_part2[10] = part3[7] & part4[6];
assign new_part2[11] = part5[7] | part6[6];
assign new_part2[12] = part9[4] | part10[3];
assign new_part2[13] = part5[8] & part6[7];
assign new_part2[14] = 0;
assign new_part2[15] = part3[12] & part4[11];
assign new_part2[16] = part7[9] | part8[8];
assign new_part2[17] = part3[15] & part4[14];
assign new_part2[18] = part3[15] ^ part4[14];
assign new_part2[19] = part5[15] & part6[14];
assign new_part2[20] = part7[13] & part8[12];
assign new_part2[21] = 0;
assign new_part2[22] = part1[21] ^ part2[20];
assign new_part2[23] = part5[18] | part6[17];
assign new_part2[24] = part5[19] & part6[18];
assign new_part2[25] = part7[19] & part8[18];
assign new_part2[26] = 0;
assign new_part2[27] = part7[21] & part8[20];
assign new_part2[28] = part3[25] ^ part4[24];
assign new_part2[29] = part5[24] ^ part6[23];
assign new_part2[30] = 0;
assign new_part2[31] = part5[27] ^ part6[26];
assign new_part2[32] = part3[30] & part4[29];
assign new_part2[33] = part5[28] ^ part6[27];
assign new_part2[34] = part5[29] ^ part6[28];
assign new_part2[35] = 0;
assign new_part2[36] = 0;
assign new_part2[37] = part7[30] ^ part8[29];
wire [37:0] new_part3;
assign new_part3[0] = 0;
assign new_part3[1] = 0;
assign new_part3[2] = 0;
assign new_part3[3] = 0;
assign new_part3[4] = 0;
assign new_part3[5] = 0;
assign new_part3[6] = 0;
assign new_part3[7] = 0;
assign new_part3[8] = part3[5] | part4[4];
assign new_part3[9] = part7[3] | part8[2];
assign new_part3[10] = part3[8] | part4[7];
assign new_part3[11] = part7[5] | part8[4];
assign new_part3[12] = 0;
assign new_part3[13] = part5[8] | part6[7];
assign new_part3[14] = 0;
assign new_part3[15] = part3[12] | part4[11];
assign new_part3[16] = part9[7] & part10[6];
assign new_part3[17] = part3[15] ^ part4[14];
assign new_part3[18] = part9[10] & part10[9];
assign new_part3[19] = part5[15] ^ part6[14];
assign new_part3[20] = part7[14] ^ part8[13];
assign new_part3[21] = 0;
assign new_part3[22] = part1[22] & part2[21];
assign new_part3[23] = part9[14] & part10[13];
assign new_part3[24] = part7[18] & part8[17];
assign new_part3[25] = part9[16] & part10[15];
assign new_part3[26] = 0;
assign new_part3[27] = 0;
assign new_part3[28] = part3[26] ^ part4[25];
assign new_part3[29] = part5[25] | part6[24];
assign new_part3[30] = 0;
assign new_part3[31] = part9[23] | part10[22];
assign new_part3[32] = part7[26] | part8[25];
assign new_part3[33] = part7[27] ^ part8[26];
assign new_part3[34] = part7[28] & part8[27];
assign new_part3[35] = 0;
assign new_part3[36] = 0;
assign new_part3[37] = part9[29] ^ part10[28];
wire [33:0] new_part4;
assign new_part4[0] = 0;
assign new_part4[1] = 0;
assign new_part4[2] = 0;
assign new_part4[3] = 0;
assign new_part4[4] = 0;
assign new_part4[5] = 0;
assign new_part4[6] = 0;
assign new_part4[7] = 0;
assign new_part4[8] = part5[3] & part6[2];
assign new_part4[9] = 0;
assign new_part4[10] = part7[3] & part8[2];
assign new_part4[11] = 0;
assign new_part4[12] = 0;
assign new_part4[13] = part7[7] | part8[6];
assign new_part4[14] = 0;
assign new_part4[15] = part9[7] ^ part10[6];
assign new_part4[16] = 0;
assign new_part4[17] = 0;
assign new_part4[18] = 0;
assign new_part4[19] = part7[12] ^ part8[11];
assign new_part4[20] = 0;
assign new_part4[21] = 0;
assign new_part4[22] = part3[19] ^ part4[18];
assign new_part4[23] = part9[14] | part10[13];
assign new_part4[24] = part7[18] | part8[17];
assign new_part4[25] = part9[17] ^ part10[16];
assign new_part4[26] = 0;
assign new_part4[27] = 0;
assign new_part4[28] = 0;
assign new_part4[29] = part9[20] & part10[19];
assign new_part4[30] = 0;
assign new_part4[31] = 0;
assign new_part4[32] = 0;
assign new_part4[33] = part9[25] | part10[24];
wire [29:0] new_part5;
assign new_part5[0] = 0;
assign new_part5[1] = 0;
assign new_part5[2] = 0;
assign new_part5[3] = 0;
assign new_part5[4] = 0;
assign new_part5[5] = 0;
assign new_part5[6] = 0;
assign new_part5[7] = 0;
assign new_part5[8] = part9[0];
assign new_part5[9] = 0;
assign new_part5[10] = 0;
assign new_part5[11] = 0;
assign new_part5[12] = 0;
assign new_part5[13] = part9[5] ^ part10[4];
assign new_part5[14] = 0;
assign new_part5[15] = 0;
assign new_part5[16] = 0;
assign new_part5[17] = 0;
assign new_part5[18] = 0;
assign new_part5[19] = 0;
assign new_part5[20] = 0;
assign new_part5[21] = 0;
assign new_part5[22] = part3[20] ^ part4[19];
assign new_part5[23] = 0;
assign new_part5[24] = part9[16] & part10[15];
assign new_part5[25] = 0;
assign new_part5[26] = 0;
assign new_part5[27] = 0;
assign new_part5[28] = 0;
assign new_part5[29] = part9[20] | part10[19];
wire [22:0] new_part6;
assign new_part6[0] = 0;
assign new_part6[1] = 0;
assign new_part6[2] = 0;
assign new_part6[3] = 0;
assign new_part6[4] = 0;
assign new_part6[5] = 0;
assign new_part6[6] = 0;
assign new_part6[7] = 0;
assign new_part6[8] = 0;
assign new_part6[9] = 0;
assign new_part6[10] = 0;
assign new_part6[11] = 0;
assign new_part6[12] = 0;
assign new_part6[13] = 0;
assign new_part6[14] = 0;
assign new_part6[15] = 0;
assign new_part6[16] = 0;
assign new_part6[17] = 0;
assign new_part6[18] = 0;
assign new_part6[19] = 0;
assign new_part6[20] = 0;
assign new_part6[21] = 0;
assign new_part6[22] = part7[16] & part8[15];
wire [22:0] new_part7;
assign new_part7[0] = 0;
assign new_part7[1] = 0;
assign new_part7[2] = 0;
assign new_part7[3] = 0;
assign new_part7[4] = 0;
assign new_part7[5] = 0;
assign new_part7[6] = 0;
assign new_part7[7] = 0;
assign new_part7[8] = 0;
assign new_part7[9] = 0;
assign new_part7[10] = 0;
assign new_part7[11] = 0;
assign new_part7[12] = 0;
assign new_part7[13] = 0;
assign new_part7[14] = 0;
assign new_part7[15] = 0;
assign new_part7[16] = 0;
assign new_part7[17] = 0;
assign new_part7[18] = 0;
assign new_part7[19] = 0;
assign new_part7[20] = 0;
assign new_part7[21] = 0;
assign new_part7[22] = part7[16] ^ part8[15];
wire [22:0] new_part8;
assign new_part8[0] = 0;
assign new_part8[1] = 0;
assign new_part8[2] = 0;
assign new_part8[3] = 0;
assign new_part8[4] = 0;
assign new_part8[5] = 0;
assign new_part8[6] = 0;
assign new_part8[7] = 0;
assign new_part8[8] = 0;
assign new_part8[9] = 0;
assign new_part8[10] = 0;
assign new_part8[11] = 0;
assign new_part8[12] = 0;
assign new_part8[13] = 0;
assign new_part8[14] = 0;
assign new_part8[15] = 0;
assign new_part8[16] = 0;
assign new_part8[17] = 0;
assign new_part8[18] = 0;
assign new_part8[19] = 0;
assign new_part8[20] = 0;
assign new_part8[21] = 0;
assign new_part8[22] = part9[13] & part10[12];
wire [22:0] new_part9;
assign new_part9[0] = 0;
assign new_part9[1] = 0;
assign new_part9[2] = 0;
assign new_part9[3] = 0;
assign new_part9[4] = 0;
assign new_part9[5] = 0;
assign new_part9[6] = 0;
assign new_part9[7] = 0;
assign new_part9[8] = 0;
assign new_part9[9] = 0;
assign new_part9[10] = 0;
assign new_part9[11] = 0;
assign new_part9[12] = 0;
assign new_part9[13] = 0;
assign new_part9[14] = 0;
assign new_part9[15] = 0;
assign new_part9[16] = 0;
assign new_part9[17] = 0;
assign new_part9[18] = 0;
assign new_part9[19] = 0;
assign new_part9[20] = 0;
assign new_part9[21] = 0;
assign new_part9[22] = part9[13] | part10[12];
wire [53:0] tmp_z = y*x[31:10];
assign z = {tmp_z, 10'd 0} + new_part1 + new_part2 + new_part3 + new_part4 + new_part5 + new_part6 + new_part7 + new_part8 + new_part9;
endmodule
```
`flow/run.sh`:
```
#!/bin/bash
# OpenROAD 26Q1-2900-gdf79404cd8, Yosys 0.63+post, stock flow scripts
make -C /OpenROAD-flow-scripts/flow DESIGN_CONFIG=/design/flow/config.mk WORK_HOME=/design/flow/orfs finish
```
==> results.txt <==
Implementation status.

- The run finished with clean final reports.
- The OpenROAD warning count is 32.
- The number of diodes added for antenna fixing is 0.
- The horizontal die dimension reported for this design is 312 um.
- The longest incremental delay of any stage on the critical path is reported as 0.57 ns.
- Of the cells placed in the final design, the portion with a size suffix greater than 1 is 2.82%.
- The wire length recorded after detailed routing is 77900 um.
- The number of warnings printed during yosys synthesis is 0.
- The weighted congestion at the end of routability-driven global placement is 0.914.
- Per the STA report, the cell with the highest stage delay on the worst path is sky130_fd_sc_hd__fa_1.
- The critical path maximum fanout is 32.
- For the worst min-delay path, the startpoint reported by OpenROAD is x[3].
- The synthesis report lists the most area-consuming cells as sky130_fd_sc_hd__fa_1 46%, sky130_fd_sc_hd__ha_1 14%, sky130_fd_sc_hd__inv_1 8.7%, sky130_fd_sc_hd__nand2_1 8.1%, sky130_fd_sc_hd__and2_1 5.5%.
- The layout overhead on the synthesized area is 8.71%.
- The total via count in the routed design is 22267.
- The initial antenna violation count is 3.
- After synthesis, the design contains 3375 cells according to Yosys.
- Sorting the Yosys area breakdown by cell type puts at the top sky130_fd_sc_hd__fa_1.
- In the final timing run, aggregate negative setup slack is 0 ns.
- The cell area after technology mapping is 28900 um2.
- Detailed routing placed a total of 36200 um of wire on met2.
- The netlist uses 77 different library cells.
- The register area is 0 um2.
- Setup repair after global routing left no endpoint under its margin.
- Sorting the synthesized cells by how often they occur yields 666 x sky130_fd_sc_hd__inv_1, 661 x sky130_fd_sc_hd__fa_1, 624 x sky130_fd_sc_hd__nand2_1.
- The portion of the post-synthesis area used by sequential elements is 0%.
- Data on the critical path is required at its endpoint by 31.84 ns.
- The critical path launch point type is an input port.
- According to the Yosys statistics, the synthesized design has a chip area of 28900 um2.
- The most prevalent standard cell on the critical path is sky130_fd_sc_hd__fa_1.
- The placed wire-length estimate is 65300 um.
- The post-CTS repair timing setup buffer count is 0.
- The transition at the pin with the smallest max-transition slack is 0.778 ns.
- The number of cells upsized or downsized after cts is 0.
- The highest achievable clock rate is 35.7 MHz.
- The critical path capture point type is an output pin.
- In this run the biggest area consumer among cell types represents 45.8% of the synthesized area.
- The critical path data arrival time is 20.08 ns.
- The worst setup slack after layout is 11.76 ns.
- The via count of the first global-routing pass is 23560.
- Prior to clock tree synthesis, the placed netlist has a worst setup slack of 11.88 ns.
- For this run, the total global-route usage over all layers was measured as 17.3%.
- The total of buffers placed on input and output ports is 126.
- Once the floorplan was initialized, standard cells occupied 30.4% of the core.
- The mean routed wirelength per cell is 16.8 um.
- The first-pass detailed-route iteration total is 5.
- After detailed routing, the number of remaining DRC violations is 0.
- Signal routing reaches up to met5.
- The final worst-path cycle share is 70.5%.
- Per the final timing report, the hold violations number 0.
- In this run, post-CTS hold repair placed 0 buffers.
- Across the run, the number of max-cap violations was 0.
- Wire segments on met3 add up to 6830 um in the final route.
- The first global-routing pass estimated 129000 um of wire.
- Per the final report, max-transition violations number 0.
- The overflow left after global routing is 0.
- The vias per cell is 4.80.
- The number of violations reported at the end of detailed-routing iteration 0 is 1044.
- Per the layout report, the design carries 0 clock buffers.
- For this run the top cell type by instance count after synthesis was sky130_fd_sc_hd__inv_1.
- The normalized max-slew margin is 48.0%.
- The die height is 312 um.
- The count of endpoints failing setup in the final report is 0.
- The cell depth of the worst min-delay path is 5.
- The startpoint-to-endpoint class of the critical path is in2out.
- The count of nets left with antenna violations once routing finished came out at 0.
- Looking at the hold checks, the worst path lands on z[4].
- The maximum number of pins on one net before global-route repair is 33.
- The number of primary I/O pins is 128.
- The post-synthesis average cell area is 8.56 um2.
- The instance tally after logic synthesis is 3375.
- The met1 wire length is 34100 um.
- The overall die size recorded for this design is 97500 um2.
- The routed design could run at a clock period as short as 28.04 ns.
- The type of the most critical hold path is in2out.
- The placement row count is 113.
- The core box area is 95200 um2.
- According to the cell report, flip-flops and latches in the layout number 0.
-- layout by cell type (no fill, tap or decap), types with 4 or more instances in the layout --
cell type / synthesis / layout
sky130_fd_sc_hd__xor2_1: 40 / 40
sky130_fd_sc_hd__a22oi_1: 12 / 12
sky130_fd_sc_hd__and2_1: 252 / 252
sky130_fd_sc_hd__a22o_1: 12 / 12
sky130_fd_sc_hd__nand3_1: 26 / 26
sky130_fd_sc_hd__and4_1: 6 / 6
sky130_fd_sc_hd__nand2b_1: 7 / 7
sky130_fd_sc_hd__nand3b_1: 4 / 4
sky130_fd_sc_hd__ha_1: 328 / 328
sky130_fd_sc_hd__nand2_1: 624 / 624
sky130_fd_sc_hd__mux2i_1: 4 / 4
sky130_fd_sc_hd__a41oi_1: 5 / 5
sky130_fd_sc_hd__a211oi_1: 11 / 11
sky130_fd_sc_hd__o211ai_1: 13 / 13
sky130_fd_sc_hd__or2_2: 6 / 6
sky130_fd_sc_hd__fa_1: 661 / 661
sky130_fd_sc_hd__clkdlybuf4s50_1: 0 / 126
sky130_fd_sc_hd__o2111ai_1: 4 / 4
sky130_fd_sc_hd__and3_1: 18 / 18
sky130_fd_sc_hd__nor4_1: 12 / 12
sky130_fd_sc_hd__nor2_1: 74 / 74
sky130_fd_sc_hd__a21o_1: 22 / 22
sky130_fd_sc_hd__xnor2_1: 68 / 68
sky130_fd_sc_hd__o21a_1: 9 / 9
sky130_fd_sc_hd__nor2b_1: 8 / 8
sky130_fd_sc_hd__buf_4: 4 / 63
sky130_fd_sc_hd__inv_1: 666 / 666
sky130_fd_sc_hd__o21bai_1: 15 / 15
sky130_fd_sc_hd__nor3_1: 23 / 23
sky130_fd_sc_hd__o31ai_1: 4 / 4
sky130_fd_sc_hd__a31oi_1: 7 / 7
sky130_fd_sc_hd__a21oi_1: 98 / 98
sky130_fd_sc_hd__nand4_1: 20 / 20
sky130_fd_sc_hd__or3_1: 6 / 6
sky130_fd_sc_hd__o21ai_0: 59 / 59
-- worst max path at each step --
stage	end	from	cells past startpoint	slack [ns]
4_1_cts	z[63]	y[13]	41	11.82
6_report	z[63]	x[11]	41	11.76
5_1_grt	z[63]	y[8]	42	11.22
-- routing by layer --
layer	vias up	GRT usage [%]
met2	778	26.7
met1	11199	25.2
met4	2	1.50
li1	10246	-
met5	-	0.145
met3	42	5.92
-- kinds of logic (layout without fill, tap and decap cells) --
logic type	count (synthesis)	count (layout)	synth area share, %
other	1	2	0.0130
multiplexers	6	6	0.217
buffers and inverters	860	855	11.4
AND-OR/OR-AND	308	308	7.12
adder cells (fa/ha/maj)	989	989	60.0
XOR/XNOR	108	108	3.28
AND/OR/NAND/NOR	1103	1103	17.9
-- layout make-up --
| type | instances | area, um2 |
|---|---|---|
| timing repair buffer | 189 | 1730 |
| multi-input combinational | 2516 | 25600 |
| tap | 1265 | 1580 |
| fill | 9911 | 63800 |
| inverter | 666 | 2500 |
-- through the flow --
step	hold WS (ns)	util, %	std cells	area, um2
final	17.15	33.0	4636	31400
after global placement	17.14	33.0	4636	31400
after detailed placement	17.13	33.0	4636	31400
after floorplan	16.01	-	3376	28900
after CTS	17.15	33.0	4636	31400
after global routing	17.18	33.0	4636	31400
-- critical path: cells and delay by family --
kind	cells	cell delay, ns
fa+ha+maj	14	6.08
compound gates	12	2.73
buf+inv	7	1.53
simple gates	6	1.31
xor+xnor	2	0.42
