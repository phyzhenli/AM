### flow/config.mk
export PLATFORM = sky130hd
export DESIGN_NAME = unsigned_32x32_l10_lamb10_2
export DESIGN_NICKNAME = unsigned_32x32_l10_lamb10_2
export VERILOG_FILES = /design/flow/design.v
export SDC_FILE = /design/flow/constraint.sdc
export NUM_CORES = 4
export LEC_CHECK = 1
export CORE_UTILIZATION = 50
### flow/constraint.sdc
current_design unsigned_32x32_l10_lamb10_2

set clk_period 44.4
set clk_io_pct 0.2

create_clock -name clk0 -period $clk_period

set non_clock_inputs [all_inputs -no_clocks]
set_input_delay [expr $clk_period * $clk_io_pct] -clock clk0 $non_clock_inputs
set_output_delay [expr $clk_period * $clk_io_pct] -clock clk0 [all_outputs]
### flow/design.v
module unsigned_32x32_l10_lamb10_2 (
	input [31:0] x,
	input [31:0] y,
	output [63:0] z
);
wire [31:0] part1 =  y & {32{x[0]}};
wire [31:0] part2 =  y & {32{x[1]}};
wire [31:0] part3 =  y & {32{x[2]}};
wire [31:0] part4 =  y & {32{x[3]}};
wire [31:0] part5 =  y & {32{x[4]}};
wire [31:0] part6 =  y & {32{x[5]}};
wire [31:0] part7 =  y & {32{x[6]}};
wire [31:0] part8 =  y & {32{x[7]}};
wire [31:0] part9 =  y & {32{x[8]}};
wire [31:0] part10 =  y & {32{x[9]}};
wire [31:0] part11 =  y & {32{x[10]}};
wire [31:0] part12 =  y & {32{x[11]}};
wire [31:0] part13 =  y & {32{x[12]}};
wire [31:0] part14 =  y & {32{x[13]}};
wire [31:0] part15 =  y & {32{x[14]}};
wire [31:0] part16 =  y & {32{x[15]}};
wire [31:0] part17 =  y & {32{x[16]}};
wire [31:0] part18 =  y & {32{x[17]}};
wire [31:0] part19 =  y & {32{x[18]}};
wire [31:0] part20 =  y & {32{x[19]}};
wire [31:0] part21 =  y & {32{x[20]}};
wire [31:0] part22 =  y & {32{x[21]}};
wire [31:0] part23 =  y & {32{x[22]}};
wire [31:0] part24 =  y & {32{x[23]}};
wire [31:0] part25 =  y & {32{x[24]}};
wire [31:0] part26 =  y & {32{x[25]}};
wire [31:0] part27 =  y & {32{x[26]}};
wire [31:0] part28 =  y & {32{x[27]}};
wire [31:0] part29 =  y & {32{x[28]}};
wire [31:0] part30 =  y & {32{x[29]}};
wire [31:0] part31 =  y & {32{x[30]}};
wire [31:0] part32 =  y & {32{x[31]}};
wire [39:0] new_part1;
assign new_part1[0] = 0;
assign new_part1[1] = 0;
assign new_part1[2] = part1[1] & part2[0];
assign new_part1[3] = part1[2] & part2[1];
assign new_part1[4] = part3[2] & part4[1];
assign new_part1[5] = part1[4] & part2[3];
assign new_part1[6] = part5[1] & part6[0];
assign new_part1[7] = part1[7] & part2[6];
assign new_part1[8] = part1[8] | part2[7];
assign new_part1[9] = part7[2] | part8[1];
assign new_part1[10] = part3[7] & part4[6];
assign new_part1[11] = part5[7] | part6[6];
assign new_part1[12] = part1[11] & part2[10];
assign new_part1[13] = part1[12] & part2[11];
assign new_part1[14] = part1[13] | part2[12];
assign new_part1[15] = part1[14] & part2[13];
assign new_part1[16] = part5[11] & part6[10];
assign new_part1[17] = part5[12] & part6[11];
assign new_part1[18] = part9[10] ^ part10[9];
assign new_part1[19] = part1[18] & part2[17];
assign new_part1[20] = part3[18] ^ part4[17];
assign new_part1[21] = part5[17] ^ part6[16];
assign new_part1[22] = part1[22] | part2[21];
assign new_part1[23] = part1[23] | part2[22];
assign new_part1[24] = part1[24] ^ part2[23];
assign new_part1[25] = part5[20] | part6[19];
assign new_part1[26] = part3[23] & part4[22];
assign new_part1[27] = part1[26] ^ part2[25];
assign new_part1[28] = part3[26] ^ part4[25];
assign new_part1[29] = part1[28] ^ part2[27];
assign new_part1[30] = part1[30] | part2[29];
assign new_part1[31] = part5[26] | part6[25];
assign new_part1[32] = part1[31] ^ part2[30];
assign new_part1[33] = part3[31] ^ part4[30];
assign new_part1[34] = part5[29] & part6[28];
assign new_part1[35] = part5[31] & part6[30];
assign new_part1[36] = part5[31] ^ part6[30];
assign new_part1[37] = part7[31] | part8[30];
assign new_part1[38] = 0;
assign new_part1[39] = part9[31] | part10[30];
wire [36:0] new_part2;
assign new_part2[0] = 0;
assign new_part2[1] = 0;
assign new_part2[2] = 0;
assign new_part2[3] = 0;
assign new_part2[4] = 0;
assign new_part2[5] = part1[5] | part2[4];
assign new_part2[6] = 0;
assign new_part2[7] = 0;
assign new_part2[8] = part5[3] ^ part6[2];
assign new_part2[9] = 0;
assign new_part2[10] = part3[8] | part4[7];
assign new_part2[11] = part9[2] & part10[1];
assign new_part2[12] = part1[11] | part2[10];
assign new_part2[13] = part1[13] | part2[12];
assign new_part2[14] = part3[12] ^ part4[11];
assign new_part2[15] = part5[11] & part6[10];
assign new_part2[16] = 0;
assign new_part2[17] = part9[9] | part10[8];
assign new_part2[18] = 0;
assign new_part2[19] = part9[10] ^ part10[9];
assign new_part2[20] = part5[15] ^ part6[14];
assign new_part2[21] = part9[13] & part10[12];
assign new_part2[22] = part3[19] & part4[18];
assign new_part2[23] = part1[23] ^ part2[22];
assign new_part2[24] = part3[22] ^ part4[21];
assign new_part2[25] = part5[21] | part6[20];
assign new_part2[26] = part5[22] & part6[21];
assign new_part2[27] = part3[24] & part4[23];
assign new_part2[28] = part5[24] | part6[23];
assign new_part2[29] = part3[27] | part4[26];
assign new_part2[30] = part9[22] ^ part10[21];
assign new_part2[31] = part7[25] ^ part8[24];
assign new_part2[32] = part3[29] | part4[28];
assign new_part2[33] = part5[29] & part6[28];
assign new_part2[34] = part7[28] ^ part8[27];
assign new_part2[35] = part5[31] | part6[30];
assign new_part2[36] = part7[30] ^ part8[29];
wire [35:0] new_part3;
assign new_part3[0] = 0;
assign new_part3[1] = 0;
assign new_part3[2] = 0;
assign new_part3[3] = 0;
assign new_part3[4] = 0;
assign new_part3[5] = part1[5] ^ part2[4];
assign new_part3[6] = 0;
assign new_part3[7] = 0;
assign new_part3[8] = part7[1] | part8[0];
assign new_part3[9] = 0;
assign new_part3[10] = part5[5] & part6[4];
assign new_part3[11] = 0;
assign new_part3[12] = part3[9] & part4[8];
assign new_part3[13] = part3[10] | part4[9];
assign new_part3[14] = 0;
assign new_part3[15] = part7[8] | part8[7];
assign new_part3[16] = 0;
assign new_part3[17] = 0;
assign new_part3[18] = 0;
assign new_part3[19] = 0;
assign new_part3[20] = part5[16] ^ part6[15];
assign new_part3[21] = 0;
assign new_part3[22] = part5[17] & part6[16];
assign new_part3[23] = part5[18] & part6[17];
assign new_part3[24] = part5[20] | part6[19];
assign new_part3[25] = part7[19] ^ part8[18];
assign new_part3[26] = 0;
assign new_part3[27] = part5[23] ^ part6[22];
assign new_part3[28] = part7[22] & part8[21];
assign new_part3[29] = part5[24] ^ part6[23];
assign new_part3[30] = 0;
assign new_part3[31] = 0;
assign new_part3[32] = part5[27] | part6[26];
assign new_part3[33] = part7[26] & part8[25];
assign new_part3[34] = part9[26] & part10[25];
assign new_part3[35] = part7[29] | part8[28];
wire [32:0] new_part4;
assign new_part4[0] = 0;
assign new_part4[1] = 0;
assign new_part4[2] = 0;
assign new_part4[3] = 0;
assign new_part4[4] = 0;
assign new_part4[5] = part5[1] & part6[0];
assign new_part4[6] = 0;
assign new_part4[7] = 0;
assign new_part4[8] = part9[0];
assign new_part4[9] = 0;
assign new_part4[10] = part5[5] ^ part6[4];
assign new_part4[11] = 0;
assign new_part4[12] = part7[5] & part8[4];
assign new_part4[13] = part3[11] & part4[10];
assign new_part4[14] = 0;
assign new_part4[15] = part7[9] ^ part8[8];
assign new_part4[16] = 0;
assign new_part4[17] = 0;
assign new_part4[18] = 0;
assign new_part4[19] = 0;
assign new_part4[20] = 0;
assign new_part4[21] = 0;
assign new_part4[22] = part5[17] ^ part6[16];
assign new_part4[23] = part7[16] & part8[15];
assign new_part4[24] = part9[16] ^ part10[15];
assign new_part4[25] = 0;
assign new_part4[26] = 0;
assign new_part4[27] = part7[21] | part8[20];
assign new_part4[28] = part7[22] ^ part8[21];
assign new_part4[29] = part9[20] ^ part10[19];
assign new_part4[30] = 0;
assign new_part4[31] = 0;
assign new_part4[32] = part7[25] & part8[24];
wire [32:0] new_part5;
assign new_part5[0] = 0;
assign new_part5[1] = 0;
assign new_part5[2] = 0;
assign new_part5[3] = 0;
assign new_part5[4] = 0;
assign new_part5[5] = 0;
assign new_part5[6] = 0;
assign new_part5[7] = 0;
assign new_part5[8] = 0;
assign new_part5[9] = 0;
assign new_part5[10] = part7[3] ^ part8[2];
assign new_part5[11] = 0;
assign new_part5[12] = 0;
assign new_part5[13] = part5[8] | part6[7];
assign new_part5[14] = 0;
assign new_part5[15] = 0;
assign new_part5[16] = 0;
assign new_part5[17] = 0;
assign new_part5[18] = 0;
assign new_part5[19] = 0;
assign new_part5[20] = 0;
assign new_part5[21] = 0;
assign new_part5[22] = part7[16] & part8[15];
assign new_part5[23] = part7[16] | part8[15];
assign new_part5[24] = 0;
assign new_part5[25] = 0;
assign new_part5[26] = 0;
assign new_part5[27] = 0;
assign new_part5[28] = 0;
assign new_part5[29] = part9[21] & part10[20];
assign new_part5[30] = 0;
assign new_part5[31] = 0;
assign new_part5[32] = part7[26] ^ part8[25];
wire [22:0] new_part6;
assign new_part6[0] = 0;
assign new_part6[1] = 0;
assign new_part6[2] = 0;
assign new_part6[3] = 0;
assign new_part6[4] = 0;
assign new_part6[5] = 0;
assign new_part6[6] = 0;
assign new_part6[7] = 0;
assign new_part6[8] = 0;
assign new_part6[9] = 0;
assign new_part6[10] = part9[1] & part10[0];
assign new_part6[11] = 0;
assign new_part6[12] = 0;
assign new_part6[13] = part7[6] ^ part8[5];
assign new_part6[14] = 0;
assign new_part6[15] = 0;
assign new_part6[16] = 0;
assign new_part6[17] = 0;
assign new_part6[18] = 0;
assign new_part6[19] = 0;
assign new_part6[20] = 0;
assign new_part6[21] = 0;
assign new_part6[22] = part9[13] ^ part10[12];
wire [53:0] tmp_z = y*x[31:10];
assign z = {tmp_z, 10'd 0} + new_part1 + new_part2 + new_part3 + new_part4 + new_part5 + new_part6;
endmodule
### flow/run.sh
#!/bin/bash
# OpenROAD 26Q1-2900-gdf79404cd8, Yosys 0.63+post, stock flow scripts
make -C /OpenROAD-flow-scripts/flow DESIGN_CONFIG=/design/flow/config.mk WORK_HOME=/design/flow/orfs finish
==> metrics.cfg <==
[global_route]
grt_pass1_wl_um=129200
grt_max_degree=33
antenna_found_initial=0
first_global_vias=23660
grt_usage_pct=29.81
overflow=0

[synth]
yosys.stat.seqShare_pct=0
yosysWarningCount=0
synth_area_um2=28730
synth_cell_type_count=94
logic_family=adder cells
compound_area_share_pct=7.935
xor_area_share_pct=3.532
ys_cells=3336
netlist_instances=3336
syn_avg_cell_area_um2=8.613
adder_share_pct=58.83
ys_chip_area_um2=28730
mux_share_pct=0.1089
simple_gate_area_share_pct=18.36

[clocking]
postCtsSetupBuffers=0
ctsHoldBuffers=0
cts-resized-gates=0

[placement]
preCtsSetupSlack_ps=15520
place.gp.congestion=0.9661
placed_area_um2=30610
dp.cells=4088
io_buffers=126
dp_hpwl_um=65760

[critical_path]
cpMaxStageDelayCell=fa_1
crit_path_end_kind=primary output
crit_family=adder cells
worstSetupPathType=primary input to primary output
cp_common_cell=fa_1
required_ps=35520
critPathMaxStageDelay_ps=560
worstSetupStartpointType=primary input
worstPathBufferInverterCount=5
crit_arrival_ps=20070
critPathMaxFanout=32

[timing]
hold_viol_final=0
tns_ps=0
maxSlewViolCount=0
fin_ws_ps=15450
tightest_slew_ps=979.5
rsz0062_at_grt=no
fin_crit_sh_pct=65.19
hold_slack_ps=18930
timing.slew.headroom_pct=33.67
fmax_ghz=0.03455
setup_viol=0
period_needed_ps=28950

[route]
drt-wirelength-per-cell_um=19.09
vias_per_cell=5.432
initialDrtViolationCount=897
remaining_drc_errors=0
n_antenna_cell=0
wirelength_um=78040
final_antenna_net_count=0
first_pass_iters=5
vias=22210

[layout]
drive_above_1_share_pct=3.331
stdcell_count=4088
nFillCells=5132
final_area_um2=30610
syn_to_final_growth_pct=6.554
clkbuf_count=0
seq_area_um2=0
flop-count=0
logic_area_um2=25510

[floorplan]
fp-utilization_pct=50.76
fp-row-count=87
io_pins=128
die_h_um=241.7
fp.dieW_um=241.7
core_um2=56600
fp.dieArea_um2=58430

[worst_hold_path]
hold_path_class=primary input to primary output

[outcome]
status=completed

[job]
cap_violations=0
stage_log_warnings=34

==> final timing paths <==
check | startpoint | endpoint | slack, ps | depth (start not counted)
worst max-delay path | x[17] | z[57] | 15450 | 34
worst min-delay path | y[1] | z[2] | 18930 | 5
==> synthesized netlist by cell type (all sizes together), types with 3 or more instances <==
library cell	instances	area (µm²)
a21oi	96	503.0
nand2b	11	68.82
a221oi	5	50.04
o21a	11	90.08
o21bai	8	60.06
a211oi	9	97.59
a22o	16	140.1
a2111oi	4	53.81
o31a	6	52.55
fa	660	13210
o22ai	3	18.77
o21ai	56	284.0
ha	295	3691
a21boi	3	26.27
o211a	3	30.03
a31oi	11	83.83
o211ai	15	127.6
xnor2	71	621.9
nor3	17	90.09
and4	15	136.4
a221o	4	40.04
a22oi	9	67.56
inv	653	2451
a21o	35	262.8
nand2	627	2361
or3	12	81.33
nand3	28	140.1
nor3b	4	41.29
or2	6	37.54
nor2	55	206.5
and3	15	93.84
buf	20	132.6
nor4	10	98.84
nor2b	6	37.54
or4	3	26.27
nand4	27	196.4
clkbuf	170	638.1
xor2	44	392.9
a31o	3	26.28
o31ai	6	45.04
and2	253	1585
==> stage by stage <==
step / util, %
6_report: 54.08
5_1_grt: 54.08
4_1_cts: 54.08
3_5_place_dp: 54.08
3_3_place_gp: 54.08
2_1_floorplan: -
==> worst min-delay path, stage by stage <==
cell and delay (ps):
clkdlybuf4s50_1 400, buf_4 230, nand2_1 90, nor2_1 40, clkdlybuf4s50_1 390
==> final cells by class <==
| cell class | instances | area share, % |
|---|---|---|
| multi-input cells | 2494 | 83.34 |
| inverters | 653 | 8.006 |
| well taps | 756 | 3.090 |
| repair buffers | 185 | 5.566 |
==> placed cells by master (no fill, tap or decap), types with 35 or more instances in the layout <==
master and n:
a21o_1 35, a21oi_1 90, o21ai_0 46, nand2_1 624, clkdlybuf4s50_1 126, nor2_1 55
xnor2_1 71, ha_1 295, xor2_1 43, inv_1 653, fa_1 660, buf_4 59
and2_1 251
==> cells by family (layout without fill, tap and decap cells) <==
| family | Yosys count | in the layout |
|---|---|---|
| adders and majority gates | 955 | 955 |
| buffers and inverters | 843 | 838 |
| xor gates and xnor gates | 115 | 115 |
| and+or+nand+nor | 1095 | 1095 |
| muxes | 3 | 3 |
| other | 1 | 2 |
| AOI/OAI and AO/OA | 324 | 324 |
==> routing by layer <==
| layer | vias up | share of wire (%) | global-route usage, % |
|---|---|---|---|
| met2 | 760 | 47 | 45.22 |
| met5 | - | 0.073 | 0.7353 |
| met1 | 11210 | 42 | 45.16 |
| met4 | 2 | 1.4 | 3.518 |
| li1 | 10170 | - | - |
| met3 | 63 | 8.6 | 10.10 |
