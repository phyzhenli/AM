==> flow/design.v <==
module unsigned_32x32_l10_lamb10_4 (
	input [31:0] x,
	input [31:0] y,
	output [63:0] z
);
wire [31:0] part1 =  y & {32{x[0]}};
wire [31:0] part2 =  y & {32{x[1]}};
wire [31:0] part3 =  y & {32{x[2]}};
wire [31:0] part4 =  y & {32{x[3]}};
wire [31:0] part5 =  y & {32{x[4]}};
wire [31:0] part6 =  y & {32{x[5]}};
wire [31:0] part7 =  y & {32{x[6]}};
wire [31:0] part8 =  y & {32{x[7]}};
wire [31:0] part9 =  y & {32{x[8]}};
wire [31:0] part10 =  y & {32{x[9]}};
wire [31:0] part11 =  y & {32{x[10]}};
wire [31:0] part12 =  y & {32{x[11]}};
wire [31:0] part13 =  y & {32{x[12]}};
wire [31:0] part14 =  y & {32{x[13]}};
wire [31:0] part15 =  y & {32{x[14]}};
wire [31:0] part16 =  y & {32{x[15]}};
wire [31:0] part17 =  y & {32{x[16]}};
wire [31:0] part18 =  y & {32{x[17]}};
wire [31:0] part19 =  y & {32{x[18]}};
wire [31:0] part20 =  y & {32{x[19]}};
wire [31:0] part21 =  y & {32{x[20]}};
wire [31:0] part22 =  y & {32{x[21]}};
wire [31:0] part23 =  y & {32{x[22]}};
wire [31:0] part24 =  y & {32{x[23]}};
wire [31:0] part25 =  y & {32{x[24]}};
wire [31:0] part26 =  y & {32{x[25]}};
wire [31:0] part27 =  y & {32{x[26]}};
wire [31:0] part28 =  y & {32{x[27]}};
wire [31:0] part29 =  y & {32{x[28]}};
wire [31:0] part30 =  y & {32{x[29]}};
wire [31:0] part31 =  y & {32{x[30]}};
wire [31:0] part32 =  y & {32{x[31]}};
wire [40:0] new_part1;
assign new_part1[0] = 0;
assign new_part1[1] = part1[1] & part2[0];
assign new_part1[2] = part1[1] ^ part2[0];
assign new_part1[3] = 0;
assign new_part1[4] = part1[3] & part2[2];
assign new_part1[5] = part3[2] | part4[1];
assign new_part1[6] = part3[3] | part4[2];
assign new_part1[7] = part3[4] | part4[3];
assign new_part1[8] = part1[7] ^ part2[6];
assign new_part1[9] = part3[6] ^ part4[5];
assign new_part1[10] = part1[10] ^ part2[9];
assign new_part1[11] = part3[9] & part4[8];
assign new_part1[12] = part3[9] & part4[8];
assign new_part1[13] = part1[12] | part2[11];
assign new_part1[14] = part1[14] | part2[13];
assign new_part1[15] = 0;
assign new_part1[16] = part9[8] & part10[7];
assign new_part1[17] = part1[16] & part2[15];
assign new_part1[18] = part1[18] & part2[17];
assign new_part1[19] = part1[19] & part2[18];
assign new_part1[20] = part3[17] & part4[16];
assign new_part1[21] = part1[21] | part2[20];
assign new_part1[22] = part5[18] | part6[17];
assign new_part1[23] = part1[22] | part2[21];
assign new_part1[24] = part1[23] ^ part2[22];
assign new_part1[25] = part3[23] & part4[22];
assign new_part1[26] = part9[17] | part10[16];
assign new_part1[27] = part1[26] ^ part2[25];
assign new_part1[28] = part7[21] ^ part8[20];
assign new_part1[29] = part3[26] | part4[25];
assign new_part1[30] = part1[30] ^ part2[29];
assign new_part1[31] = part5[26] & part6[25];
assign new_part1[32] = part7[25] ^ part8[24];
assign new_part1[33] = part3[30] & part4[29];
assign new_part1[34] = part5[30] ^ part6[29];
assign new_part1[35] = part9[27] & part10[26];
assign new_part1[36] = part7[29] ^ part8[28];
assign new_part1[37] = part7[30] | part8[29];
assign new_part1[38] = 0;
assign new_part1[39] = 0;
assign new_part1[40] = part9[31] | part10[30];
wire [37:0] new_part2;
assign new_part2[0] = 0;
assign new_part2[1] = 0;
assign new_part2[2] = part1[2] ^ part2[1];
assign new_part2[3] = 0;
assign new_part2[4] = part3[1] & part4[0];
assign new_part2[5] = part3[3] & part4[2];
assign new_part2[6] = part3[3] ^ part4[2];
assign new_part2[7] = part5[3] & part6[2];
assign new_part2[8] = part3[5] & part4[4];
assign new_part2[9] = part7[3] & part8[2];
assign new_part2[10] = part5[6] ^ part6[5];
assign new_part2[11] = part5[7] & part6[6];
assign new_part2[12] = part7[6] & part8[5];
assign new_part2[13] = part1[12] ^ part2[11];
assign new_part2[14] = 0;
assign new_part2[15] = 0;
assign new_part2[16] = 0;
assign new_part2[17] = part3[14] ^ part4[13];
assign new_part2[18] = part1[18] | part2[17];
assign new_part2[19] = part1[19] | part2[18];
assign new_part2[20] = part9[11] ^ part10[10];
assign new_part2[21] = part3[19] ^ part4[18];
assign new_part2[22] = 0;
assign new_part2[23] = part1[23] | part2[22];
assign new_part2[24] = part3[21] ^ part4[20];
assign new_part2[25] = part3[23] ^ part4[22];
assign new_part2[26] = part9[17] ^ part10[16];
assign new_part2[27] = part7[21] & part8[20];
assign new_part2[28] = part9[20] & part10[19];
assign new_part2[29] = part9[21] & part10[20];
assign new_part2[30] = part5[26] & part6[25];
assign new_part2[31] = part7[24] & part8[23];
assign new_part2[32] = 0;
assign new_part2[33] = 0;
assign new_part2[34] = part7[27] ^ part8[26];
assign new_part2[35] = 0;
assign new_part2[36] = part9[28] | part10[27];
assign new_part2[37] = part9[29] ^ part10[28];
wire [31:0] new_part3;
assign new_part3[0] = 0;
assign new_part3[1] = 0;
assign new_part3[2] = 0;
assign new_part3[3] = 0;
assign new_part3[4] = part5[0];
assign new_part3[5] = part5[1] & part6[0];
assign new_part3[6] = part3[4] & part4[3];
assign new_part3[7] = part5[3] ^ part6[2];
assign new_part3[8] = part7[1] & part8[0];
assign new_part3[9] = part7[3] | part8[2];
assign new_part3[10] = 0;
assign new_part3[11] = part9[2] & part10[1];
assign new_part3[12] = part9[3] | part10[2];
assign new_part3[13] = part3[10] & part4[9];
assign new_part3[14] = 0;
assign new_part3[15] = 0;
assign new_part3[16] = 0;
assign new_part3[17] = part3[15] ^ part4[14];
assign new_part3[18] = part3[15] ^ part4[14];
assign new_part3[19] = part7[13] | part8[12];
assign new_part3[20] = 0;
assign new_part3[21] = part5[16] & part6[15];
assign new_part3[22] = 0;
assign new_part3[23] = part7[16] | part8[15];
assign new_part3[24] = part7[18] | part8[17];
assign new_part3[25] = part5[20] | part6[19];
assign new_part3[26] = 0;
assign new_part3[27] = part9[18] ^ part10[17];
assign new_part3[28] = 0;
assign new_part3[29] = 0;
assign new_part3[30] = part7[23] ^ part8[22];
assign new_part3[31] = part9[22] & part10[21];
wire [31:0] new_part4;
assign new_part4[0] = 0;
assign new_part4[1] = 0;
assign new_part4[2] = 0;
assign new_part4[3] = 0;
assign new_part4[4] = 0;
assign new_part4[5] = 0;
assign new_part4[6] = part3[4] | part4[3];
assign new_part4[7] = 0;
assign new_part4[8] = 0;
assign new_part4[9] = 0;
assign new_part4[10] = 0;
assign new_part4[11] = 0;
assign new_part4[12] = 0;
assign new_part4[13] = part5[8] ^ part6[7];
assign new_part4[14] = 0;
assign new_part4[15] = 0;
assign new_part4[16] = 0;
assign new_part4[17] = part5[12] & part6[11];
assign new_part4[18] = part3[16] | part4[15];
assign new_part4[19] = 0;
assign new_part4[20] = 0;
assign new_part4[21] = part5[17] | part6[16];
assign new_part4[22] = 0;
assign new_part4[23] = part9[14] & part10[13];
assign new_part4[24] = part9[15] | part10[14];
assign new_part4[25] = part7[18] | part8[17];
assign new_part4[26] = 0;
assign new_part4[27] = 0;
assign new_part4[28] = 0;
assign new_part4[29] = 0;
assign new_part4[30] = part7[24] & part8[23];
assign new_part4[31] = part9[23] & part10[22];
wire [30:0] new_part5;
assign new_part5[0] = 0;
assign new_part5[1] = 0;
assign new_part5[2] = 0;
assign new_part5[3] = 0;
assign new_part5[4] = 0;
assign new_part5[5] = 0;
assign new_part5[6] = part5[2] | part6[1];
assign new_part5[7] = 0;
assign new_part5[8] = 0;
assign new_part5[9] = 0;
assign new_part5[10] = 0;
assign new_part5[11] = 0;
assign new_part5[12] = 0;
assign new_part5[13] = 0;
assign new_part5[14] = 0;
assign new_part5[15] = 0;
assign new_part5[16] = 0;
assign new_part5[17] = part5[13] & part6[12];
assign new_part5[18] = part5[14] & part6[13];
assign new_part5[19] = 0;
assign new_part5[20] = 0;
assign new_part5[21] = part9[12] & part10[11];
assign new_part5[22] = 0;
assign new_part5[23] = part9[15] | part10[14];
assign new_part5[24] = 0;
assign new_part5[25] = part7[18] ^ part8[17];
assign new_part5[26] = 0;
assign new_part5[27] = 0;
assign new_part5[28] = 0;
assign new_part5[29] = 0;
assign new_part5[30] = part9[22] ^ part10[21];
wire [25:0] new_part6;
assign new_part6[0] = 0;
assign new_part6[1] = 0;
assign new_part6[2] = 0;
assign new_part6[3] = 0;
assign new_part6[4] = 0;
assign new_part6[5] = 0;
assign new_part6[6] = 0;
assign new_part6[7] = 0;
assign new_part6[8] = 0;
assign new_part6[9] = 0;
assign new_part6[10] = 0;
assign new_part6[11] = 0;
assign new_part6[12] = 0;
assign new_part6[13] = 0;
assign new_part6[14] = 0;
assign new_part6[15] = 0;
assign new_part6[16] = 0;
assign new_part6[17] = part7[11] & part8[10];
assign new_part6[18] = part7[11] & part8[10];
assign new_part6[19] = 0;
assign new_part6[20] = 0;
assign new_part6[21] = part9[13] & part10[12];
assign new_part6[22] = 0;
assign new_part6[23] = 0;
assign new_part6[24] = 0;
assign new_part6[25] = part9[17] & part10[16];
wire [25:0] new_part7;
assign new_part7[0] = 0;
assign new_part7[1] = 0;
assign new_part7[2] = 0;
assign new_part7[3] = 0;
assign new_part7[4] = 0;
assign new_part7[5] = 0;
assign new_part7[6] = 0;
assign new_part7[7] = 0;
assign new_part7[8] = 0;
assign new_part7[9] = 0;
assign new_part7[10] = 0;
assign new_part7[11] = 0;
assign new_part7[12] = 0;
assign new_part7[13] = 0;
assign new_part7[14] = 0;
assign new_part7[15] = 0;
assign new_part7[16] = 0;
assign new_part7[17] = 0;
assign new_part7[18] = part7[11] ^ part8[10];
assign new_part7[19] = 0;
assign new_part7[20] = 0;
assign new_part7[21] = 0;
assign new_part7[22] = 0;
assign new_part7[23] = 0;
assign new_part7[24] = 0;
assign new_part7[25] = part9[17] | part10[16];
wire [53:0] tmp_z = y*x[31:10];
assign z = {tmp_z, 10'd 0} + new_part1 + new_part2 + new_part3 + new_part4 + new_part5 + new_part6 + new_part7;
endmodule
==> flow/run.sh <==
#!/bin/bash
# OpenROAD 26Q1-2900-gdf79404cd8, Yosys 0.63+post, stock flow scripts
make -C /OpenROAD-flow-scripts/flow DESIGN_CONFIG=/design/flow/config.mk WORK_HOME=/design/flow/orfs finish
==> flow/config.mk <==
export PLATFORM = sky130hd
export DESIGN_NAME = unsigned_32x32_l10_lamb10_4
export DESIGN_NICKNAME = unsigned_32x32_l10_lamb10_4
export VERILOG_FILES = /design/flow/design.v
export SDC_FILE = /design/flow/constraint.sdc
export NUM_CORES = 4
export LEC_CHECK = 1
export CORE_UTILIZATION = 40
==> flow/constraint.sdc <==
current_design unsigned_32x32_l10_lamb10_4

set clk_period 25.8
set clk_io_pct 0.2

create_clock -name clk0 -period $clk_period

set non_clock_inputs [all_inputs -no_clocks]
set_input_delay [expr $clk_period * $clk_io_pct] -clock clk0 $non_clock_inputs
set_output_delay [expr $clk_period * $clk_io_pct] -clock clk0 [all_outputs]
==> out/writeup.txt <==
Setup repair after global routing left no endpoint under its margin. In the finished design the tool counted flip-flops and latches totalling 0. The total track usage came out at 23.3%.

The detailed placer reported the number of placed instances as 4247. The global placement routability congestion is 0.995. The post-layout minimum cycle time is 21700 ps, and the final number of hold-violating endpoints is 0.

The launch point of the critical path was reported as y[13]. According to the hold report, the worst path is of the input port to primary output type. The synthesized netlist occupies a cell area of 0.0286 mm2. Summing all flip-flop and latch instances after layout gives 0 um2.

Input and output buffers added on the ports amount to 127. The run gives 128 as the I/O pin count. The clock buffers instantiated in the layout total 0.

The worst setup path is launched from an input port. The run gives 0 as the yosys warning tally. Warnings raised by the tools during the run amount to 35.

Among all stages on the critical path, the maximum delay recorded is 570 ps. The aggregate negative setup slack is 0 ps. The via count of the first global-routing pass came out at 23000. The highest clock rate this design can be run at is 46.1 MHz. The per-instance average area after synthesis was 8.64 um2; the post-route clock period utilization was 84.1%. Type of element capturing the critical path: a primary output. Along the critical path, the tally of buffer and inverter instances is 8.

The area of the die is 0.0726 mm2, and the sequential share of the synthesized area is 0%. The HPWL reported at the end of detailed placement is 64400 um, and the critical path data arrival time is 16540 ps. The detailed-route wire length per cell is 18.0 um.

The tools report the number of distinct library cells after synthesis as 82. The initial utilization of the core area, before any placement, comes to 40.7%. The routed layout reports a DRC error count of 0. The number of cells upsized or downsized after cts was 0. Along the worst path, the maximum fanout reaches 29.

The number of cells reported by Yosys stat comes to 3314. The cell with the largest stage delay on the worst path was sky130_fd_sc_hd__fa_1. The slew check shows that the tightest pin keeps a relative margin of 37.1%. For this run the aggregate overflow at the end of global routing stands at 0. The pin closest to its max-slew limit shows a slew of 928 ps. Endpoints with negative setup slack in the final report add up to 0. The number of post-CTS setup repair buffers is 0, and the height of the die is 269 um.

Max-slew check failures listed in the final report amount to 0. The tools report the number of standard cells in the layout, taps in and fillers out as 4248. The worst hold path was traced through 5 stages. For the worst setup path, the data required time is 20640 ps. The synthesized instance count is 3314. In this run the core area contains 97 standard-cell rows. The first detailed-routing pass took 5 iterations. The number of cells on the critical path was 36.

STA lists the startpoint of the worst hold path as x[0]. The fraction of layout cells with a size suffix above 1 was 2.87%. Summed over all layers, the routed wires come to 76600 um. The logs give 126000 um for the global-route wire length before repair and 0 for the post-cts hold buffer count.

Post-synthesis, Yosys gives the total cell area as 0.0286 mm2. The family with the most delay on the worst path was adder cells. Detailed routing inserted a total of 21800 vias.

Entering global routing, the biggest net connects 33 pins. The run gives 899 for the violation count after the first detailed-route iteration. The floorplan step set the die width to 269 um. The type of the worst setup path is input port to primary output. With the floorplan core area at 0.0704 mm2, the max-capacitance violation count is 0. The script logs the ratio of routed vias to standard cells as 5.13.

The flow ran to the end, and the final reports show no timing, DRC or antenna violations. For the initial antenna violation count, the log shows 1. Among the stages of the critical path, the cell type that occurs most often is sky130_fd_sc_hd__fa_1.

The remaining antenna violation count is 0, and the area added between synthesis and finish is 7.41%.
## cell families after synthesis
kind of cell,count (synthesis),synth area share [%]
AOI/OAI and AO/OA,309,7.37
xor gates and xnor gates,119,3.67
buffers and inverters,847,11.3
other,1,0.0131
and+or+nand+nor,1069,18.0
muxes,2,0.0700
adders and majority gates,967,59.5
## metrics by stage
| stage | utilization, % | instance area (um2) | worst slack [ps] | hold WS, ps |
|---|---|---|---|---|
| 2_1_floorplan | - | 28600 | 5980 | 10590 |
| 3_3_place_gp | 43.7 | 30700 | 4230 | 11670 |
| 3_5_place_dp | 43.7 | 30700 | 4200 | 11670 |
| 4_1_cts | 43.7 | 30700 | 4150 | 11670 |
| 5_1_grt | 43.7 | 30700 | 3420 | 11710 |
| 6_report | 43.7 | 30700 | 4100 | 11660 |
## synth_stat cells, types with 9 or more instances
cell	instances	area, um2
sky130_fd_sc_hd__nand4_1	31	194
sky130_fd_sc_hd__o21a_1	10	75.1
sky130_fd_sc_hd__and3_1	20	125
sky130_fd_sc_hd__nand2_1	593	2230
sky130_fd_sc_hd__a22o_1	16	140
sky130_fd_sc_hd__xnor2_1	67	587
sky130_fd_sc_hd__nand3_1	34	170
sky130_fd_sc_hd__ha_1	309	3870
sky130_fd_sc_hd__fa_1	658	13200
sky130_fd_sc_hd__nor2b_1	11	68.8
sky130_fd_sc_hd__and2_1	260	1630
sky130_fd_sc_hd__a21oi_1	97	485
sky130_fd_sc_hd__inv_1	652	2450
sky130_fd_sc_hd__o211ai_1	10	75.1
sky130_fd_sc_hd__nor4_2	9	113
sky130_fd_sc_hd__nor2_1	55	206
sky130_fd_sc_hd__a21o_1	42	315
sky130_fd_sc_hd__buf_2	18	90.1
sky130_fd_sc_hd__clkbuf_1	169	634
sky130_fd_sc_hd__o21bai_1	10	75.1
sky130_fd_sc_hd__xor2_1	51	447
sky130_fd_sc_hd__nor3_1	13	65.1
sky130_fd_sc_hd__o21ai_0	46	230
## placed cells by master (no fill, tap or decap), drive strengths merged, types with 42 or more instances in the layout
cell / synthesis / layout
a21o: 42 / 42
nand2: 593 / 593
nor2: 55 / 55
fa: 658 / 658
o21ai: 54 / 54
buf: 25 / 61
and2: 261 / 261
xor2: 51 / 51
xnor2: 68 / 68
inv: 652 / 652
a21oi: 99 / 99
ha: 309 / 309
clkdlybuf4s50: 0 / 127
## metal layers
| metal | GRT usage, % | routed length, um |
|---|---|---|
| met1 | 35.3 | 33600 |
| met2 | 34.4 | 34600 |
| met3 | 7.88 | 6800 |
| met4 | 3.80 | 1460 |
| met5 | 1.32 | 128 |
## path summary, 6_finish.rpt
kind	slack [ps]	end
worst max-delay path	4100	z[62]
worst min-delay path	11660	z[1]
## area by class of cell
class,instances,area (um2)
antenna,1,2.50
inverter,652,2450
fill,6970,39700
timing repair buffer,188,1730
tap,940,1180
multi-input combinational,2467,25400
