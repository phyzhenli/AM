$ cat constraint.sdc
current_design unsigned_32x32_l10_lamb10_0

set clk_period 25.6
set clk_io_pct 0.2

create_clock -name clk0 -period $clk_period

set non_clock_inputs [all_inputs -no_clocks]
set_input_delay [expr $clk_period * $clk_io_pct] -clock clk0 $non_clock_inputs
set_output_delay [expr $clk_period * $clk_io_pct] -clock clk0 [all_outputs]
$ cat design.v
module unsigned_32x32_l10_lamb10_0 (
	input [31:0] x,
	input [31:0] y,
	output [63:0] z
);
wire [31:0] part1 =  y & {32{x[0]}};
wire [31:0] part2 =  y & {32{x[1]}};
wire [31:0] part3 =  y & {32{x[2]}};
wire [31:0] part4 =  y & {32{x[3]}};
wire [31:0] part5 =  y & {32{x[4]}};
wire [31:0] part6 =  y & {32{x[5]}};
wire [31:0] part7 =  y & {32{x[6]}};
wire [31:0] part8 =  y & {32{x[7]}};
wire [31:0] part9 =  y & {32{x[8]}};
wire [31:0] part10 =  y & {32{x[9]}};
wire [31:0] part11 =  y & {32{x[10]}};
wire [31:0] part12 =  y & {32{x[11]}};
wire [31:0] part13 =  y & {32{x[12]}};
wire [31:0] part14 =  y & {32{x[13]}};
wire [31:0] part15 =  y & {32{x[14]}};
wire [31:0] part16 =  y & {32{x[15]}};
wire [31:0] part17 =  y & {32{x[16]}};
wire [31:0] part18 =  y & {32{x[17]}};
wire [31:0] part19 =  y & {32{x[18]}};
wire [31:0] part20 =  y & {32{x[19]}};
wire [31:0] part21 =  y & {32{x[20]}};
wire [31:0] part22 =  y & {32{x[21]}};
wire [31:0] part23 =  y & {32{x[22]}};
wire [31:0] part24 =  y & {32{x[23]}};
wire [31:0] part25 =  y & {32{x[24]}};
wire [31:0] part26 =  y & {32{x[25]}};
wire [31:0] part27 =  y & {32{x[26]}};
wire [31:0] part28 =  y & {32{x[27]}};
wire [31:0] part29 =  y & {32{x[28]}};
wire [31:0] part30 =  y & {32{x[29]}};
wire [31:0] part31 =  y & {32{x[30]}};
wire [31:0] part32 =  y & {32{x[31]}};
wire [39:0] new_part1;
assign new_part1[0] = 0;
assign new_part1[1] = 0;
assign new_part1[2] = 0;
assign new_part1[3] = 0;
assign new_part1[4] = part1[3] | part2[2];
assign new_part1[5] = part3[2] | part4[1];
assign new_part1[6] = part1[5] ^ part2[4];
assign new_part1[7] = part1[6] & part2[5];
assign new_part1[8] = part1[8] | part2[7];
assign new_part1[9] = part1[8] & part2[7];
assign new_part1[10] = part1[9] ^ part2[8];
assign new_part1[11] = part3[9] ^ part4[8];
assign new_part1[12] = part1[12] ^ part2[11];
assign new_part1[13] = part1[12] | part2[11];
assign new_part1[14] = part1[13] & part2[12];
assign new_part1[15] = part1[14] | part2[13];
assign new_part1[16] = part1[16] | part2[15];
assign new_part1[17] = part3[15] ^ part4[14];
assign new_part1[18] = part9[9] | part10[8];
assign new_part1[19] = part3[16] & part4[15];
assign new_part1[20] = part5[16] ^ part6[15];
assign new_part1[21] = part7[15] & part8[14];
assign new_part1[22] = 0;
assign new_part1[23] = part3[21] ^ part4[20];
assign new_part1[24] = part1[24] & part2[23];
assign new_part1[25] = part9[17] ^ part10[16];
assign new_part1[26] = part3[23] ^ part4[22];
assign new_part1[27] = part3[24] ^ part4[23];
assign new_part1[28] = part1[27] & part2[26];
assign new_part1[29] = part3[26] & part4[25];
assign new_part1[30] = part1[29] | part2[28];
assign new_part1[31] = part1[31] ^ part2[30];
assign new_part1[32] = part1[31] & part2[30];
assign new_part1[33] = part3[30] | part4[29];
assign new_part1[34] = 0;
assign new_part1[35] = 0;
assign new_part1[36] = 0;
assign new_part1[37] = part9[29] ^ part10[28];
assign new_part1[38] = 0;
assign new_part1[39] = part9[30] | part10[29];
wire [33:0] new_part2;
assign new_part2[0] = 0;
assign new_part2[1] = 0;
assign new_part2[2] = 0;
assign new_part2[3] = 0;
assign new_part2[4] = 0;
assign new_part2[5] = 0;
assign new_part2[6] = part3[3] & part4[2];
assign new_part2[7] = part1[7] ^ part2[6];
assign new_part2[8] = part3[5] ^ part4[4];
assign new_part2[9] = part7[3] & part8[2];
assign new_part2[10] = 0;
assign new_part2[11] = part5[7] ^ part6[6];
assign new_part2[12] = part3[9] ^ part4[8];
assign new_part2[13] = part3[10] & part4[9];
assign new_part2[14] = part3[11] | part4[10];
assign new_part2[15] = part1[15] & part2[14];
assign new_part2[16] = part5[11] | part6[10];
assign new_part2[17] = 0;
assign new_part2[18] = 0;
assign new_part2[19] = part3[16] ^ part4[15];
assign new_part2[20] = part9[12] ^ part10[11];
assign new_part2[21] = part9[12] | part10[11];
assign new_part2[22] = 0;
assign new_part2[23] = part7[17] ^ part8[16];
assign new_part2[24] = part5[20] ^ part6[19];
assign new_part2[25] = 0;
assign new_part2[26] = part5[21] | part6[20];
assign new_part2[27] = part7[20] & part8[19];
assign new_part2[28] = part1[27] ^ part2[26];
assign new_part2[29] = part7[22] | part8[21];
assign new_part2[30] = part1[30] & part2[29];
assign new_part2[31] = part3[28] | part4[27];
assign new_part2[32] = part3[29] & part4[28];
assign new_part2[33] = part5[28] | part6[27];
wire [33:0] new_part3;
assign new_part3[0] = 0;
assign new_part3[1] = 0;
assign new_part3[2] = 0;
assign new_part3[3] = 0;
assign new_part3[4] = 0;
assign new_part3[5] = 0;
assign new_part3[6] = part3[4] | part4[3];
assign new_part3[7] = part5[3] | part6[2];
assign new_part3[8] = part5[4] & part6[3];
assign new_part3[9] = part9[1] & part10[0];
assign new_part3[10] = 0;
assign new_part3[11] = part7[5] | part8[4];
assign new_part3[12] = part9[3] & part10[2];
assign new_part3[13] = part3[11] | part4[10];
assign new_part3[14] = part3[12] ^ part4[11];
assign new_part3[15] = part9[7] | part10[6];
assign new_part3[16] = part5[12] | part6[11];
assign new_part3[17] = 0;
assign new_part3[18] = 0;
assign new_part3[19] = part7[13] | part8[12];
assign new_part3[20] = 0;
assign new_part3[21] = 0;
assign new_part3[22] = 0;
assign new_part3[23] = 0;
assign new_part3[24] = part7[17] & part8[16];
assign new_part3[25] = 0;
assign new_part3[26] = part7[20] | part8[19];
assign new_part3[27] = part7[21] & part8[20];
assign new_part3[28] = part1[28] ^ part2[27];
assign new_part3[29] = 0;
assign new_part3[30] = part5[25] & part6[24];
assign new_part3[31] = part3[29] & part4[28];
assign new_part3[32] = part3[29] ^ part4[28];
assign new_part3[33] = part7[26] ^ part8[25];
wire [33:0] new_part4;
assign new_part4[0] = 0;
assign new_part4[1] = 0;
assign new_part4[2] = 0;
assign new_part4[3] = 0;
assign new_part4[4] = 0;
assign new_part4[5] = 0;
assign new_part4[6] = part3[4] ^ part4[3];
assign new_part4[7] = 0;
assign new_part4[8] = part7[1] ^ part8[0];
assign new_part4[9] = 0;
assign new_part4[10] = 0;
assign new_part4[11] = 0;
assign new_part4[12] = 0;
assign new_part4[13] = part7[6] ^ part8[5];
assign new_part4[14] = part7[7] & part8[6];
assign new_part4[15] = part9[7] ^ part10[6];
assign new_part4[16] = part9[8] ^ part10[7];
assign new_part4[17] = 0;
assign new_part4[18] = 0;
assign new_part4[19] = part9[11] ^ part10[10];
assign new_part4[20] = 0;
assign new_part4[21] = 0;
assign new_part4[22] = 0;
assign new_part4[23] = 0;
assign new_part4[24] = part7[18] ^ part8[17];
assign new_part4[25] = 0;
assign new_part4[26] = 0;
assign new_part4[27] = part9[18] & part10[17];
assign new_part4[28] = part3[26] | part4[25];
assign new_part4[29] = 0;
assign new_part4[30] = 0;
assign new_part4[31] = part5[26] ^ part6[25];
assign new_part4[32] = part3[30] ^ part4[29];
assign new_part4[33] = part9[25] & part10[24];
wire [33:0] new_part5;
assign new_part5[0] = 0;
assign new_part5[1] = 0;
assign new_part5[2] = 0;
assign new_part5[3] = 0;
assign new_part5[4] = 0;
assign new_part5[5] = 0;
assign new_part5[6] = 0;
assign new_part5[7] = 0;
assign new_part5[8] = part7[2] ^ part8[1];
assign new_part5[9] = 0;
assign new_part5[10] = 0;
assign new_part5[11] = 0;
assign new_part5[12] = 0;
assign new_part5[13] = part9[4] ^ part10[3];
assign new_part5[14] = part9[6] ^ part10[5];
assign new_part5[15] = 0;
assign new_part5[16] = 0;
assign new_part5[17] = 0;
assign new_part5[18] = 0;
assign new_part5[19] = 0;
assign new_part5[20] = 0;
assign new_part5[21] = 0;
assign new_part5[22] = 0;
assign new_part5[23] = 0;
assign new_part5[24] = 0;
assign new_part5[25] = 0;
assign new_part5[26] = 0;
assign new_part5[27] = part9[18] ^ part10[17];
assign new_part5[28] = part5[23] | part6[22];
assign new_part5[29] = 0;
assign new_part5[30] = 0;
assign new_part5[31] = 0;
assign new_part5[32] = 0;
assign new_part5[33] = part9[25] | part10[24];
wire [28:0] new_part6;
assign new_part6[0] = 0;
assign new_part6[1] = 0;
assign new_part6[2] = 0;
assign new_part6[3] = 0;
assign new_part6[4] = 0;
assign new_part6[5] = 0;
assign new_part6[6] = 0;
assign new_part6[7] = 0;
assign new_part6[8] = 0;
assign new_part6[9] = 0;
assign new_part6[10] = 0;
assign new_part6[11] = 0;
assign new_part6[12] = 0;
assign new_part6[13] = 0;
assign new_part6[14] = 0;
assign new_part6[15] = 0;
assign new_part6[16] = 0;
assign new_part6[17] = 0;
assign new_part6[18] = 0;
assign new_part6[19] = 0;
assign new_part6[20] = 0;
assign new_part6[21] = 0;
assign new_part6[22] = 0;
assign new_part6[23] = 0;
assign new_part6[24] = 0;
assign new_part6[25] = 0;
assign new_part6[26] = 0;
assign new_part6[27] = part9[19] | part10[18];
assign new_part6[28] = part7[22] & part8[21];
wire [28:0] new_part7;
assign new_part7[0] = 0;
assign new_part7[1] = 0;
assign new_part7[2] = 0;
assign new_part7[3] = 0;
assign new_part7[4] = 0;
assign new_part7[5] = 0;
assign new_part7[6] = 0;
assign new_part7[7] = 0;
assign new_part7[8] = 0;
assign new_part7[9] = 0;
assign new_part7[10] = 0;
assign new_part7[11] = 0;
assign new_part7[12] = 0;
assign new_part7[13] = 0;
assign new_part7[14] = 0;
assign new_part7[15] = 0;
assign new_part7[16] = 0;
assign new_part7[17] = 0;
assign new_part7[18] = 0;
assign new_part7[19] = 0;
assign new_part7[20] = 0;
assign new_part7[21] = 0;
assign new_part7[22] = 0;
assign new_part7[23] = 0;
assign new_part7[24] = 0;
assign new_part7[25] = 0;
assign new_part7[26] = 0;
assign new_part7[27] = 0;
assign new_part7[28] = part9[19] ^ part10[18];
wire [53:0] tmp_z = y*x[31:10];
assign z = {tmp_z, 10'd 0} + new_part1 + new_part2 + new_part3 + new_part4 + new_part5 + new_part6 + new_part7;
endmodule
$ cat config.mk
export PLATFORM = sky130hd
export DESIGN_NAME = unsigned_32x32_l10_lamb10_0
export DESIGN_NICKNAME = unsigned_32x32_l10_lamb10_0
export VERILOG_FILES = /design/flow/design.v
export SDC_FILE = /design/flow/constraint.sdc
export NUM_CORES = 4
export LEC_CHECK = 1
export CORE_UTILIZATION = 50
$ cat run.sh
#!/bin/bash
# OpenROAD 26Q1-2900-gdf79404cd8, Yosys 0.63+post, stock flow scripts
make -C /OpenROAD-flow-scripts/flow DESIGN_CONFIG=/design/flow/config.mk WORK_HOME=/design/flow/orfs finish
==> results.yml <==
# physical design summary
yosys:
  synth-xor-area-share_pct: 3.60
  ys_cells: 3297
  syn_area_per_cell_um2: 8.54
  yosysWarnings: 0
  yosys.area_share.simple_pct: 18.3
  aoi_share_pct: 7.09
  postSynthSeqShare_pct: 0
  synth.distinct_cells: 89
  synth_adder_area_share_pct: 59.4
  syn-instance-count: 3297
  synthTopLogicFamily: "adder cells"
  synth_area_mm2: 0.0282
  yosysChipArea_mm2: 0.0282
  synthMuxAreaShare_pct: 0.147
drt:
  first_pass_iters: 7
  wl_met3_mm: 6.77
  drt-met1-wl_mm: 31.9
  vias: 21800
  antenna_cells_inserted: 0
  drc: 0
  top_layer_used: "met5"
  wirelength_mm: 76.6
  wl_met2_mm: 37.2
  avgViaCountPerCell: 5.39
  post_drt_wl_per_cell_um: 18.9
  ant_nets: 0
  dr.first_iter.drc_count: 978
worst_setup_path:
  end_kind: "output port"
  endpoint: "z[63]"
  crit_type: "in -> out"
  critPathRequiredTime_ns: 20.48
  slowest_delay_ns: 0.68
  crit_start: "y[8]"
  cpMaxStageDelayCell: "a311oi_1"
  crit_arrival_ns: 17.31
  start_kind: "primary input"
  cpMostUsedCell: "fa_1"
  worstPathMaxFanout: 28
die:
  die_area_mm2: 0.0573
  core_mm2: 0.0554
  die_height_um: 239
  num_io_pins: 128
  rows: 86
  dieWidth_um: 239
  floorplan.core_util_pct: 50.8
final_timing:
  hold_viol: 0
  fin_crit_sh_pct: 87.6
  setup-tns-final_ns: 0
  worst_pin_slew_ns: 0.792
  max_slew_margin_pct: 46.9
  rsz0062_at_grt: "no"
  setup_viol: 0
  slew_viol_final: 0
  fmax_mhz: 44.6
  period_needed_ns: 22.43
placed_design:
  gp_congestion: 0.949
  port_buffers: 124
  dp_hpwl_mm: 64.2
  dpl.cell_count: 4046
  place_area_mm2: 0.0300
clock_network:
  ctsHoldBuffers: 0
  cts_setup_buffers: 0
  cts.repair.resized: 0
final_layout:
  synthToLayoutAreaGrowth_pct: 6.65
  nClkBuffers: 0
  stdcell_count: 4046
  stdcell_area_mm2: 0.0300
  fin_util_pct: 54.2
  regArea_um2: 0
  drive_above_1_share_pct: 2.94
  ff_count: 0
min_path:
  hold_class: "in -> out"
grt:
  track_usage_pct: 30.6
  grt_pass1_vias: 23200
  grt_max_degree: 33
  antenna_found_initial: 1
  grt_overflow_total: 0
  grt_pass1_wl_mm: 127
run:
  tool_warnings: 35
  maxCapViolations: 0
outcome:
  status: "finished, final reports clean"
==> worst min path at each step <==
stage	cells past startpoint	endpoint	startpoint	slack [ns]
4_1_cts	4	z[5]	x[3]	11.50
5_1_grt	4	z[5]	x[3]	11.53
6_report	4	z[5]	x[3]	11.49
==> synth_stat cells (22+ instances only) <==
cell | number | share of area [%]
a21o_1 | 25 | 0.67
a21oi_1 | 105 | 1.9
and2_1 | 258 | 5.7
clkbuf_1 | 169 | 2.3
fa_1 | 654 | 46
ha_1 | 290 | 13
inv_1 | 660 | 8.8
nand2_1 | 615 | 8.2
nand3_1 | 33 | 0.59
nand4_1 | 25 | 0.56
nor2_1 | 55 | 0.73
nor3_1 | 22 | 0.39
o21ai_0 | 54 | 0.96
xnor2_1 | 59 | 1.8
xor2_1 | 53 | 1.6
==> per-layer routing <==
layer	track usage [%]	up-vias
li1	-	9970
met1	45.5	11100
met2	47.9	751
met3	10.5	35
met4	2.41	2
met5	0.173	-
==> cell type report <==
cell class	count	area (µm²)
Fill cell	5113	25400
Tap cell	748	936
Timing Repair Buffer	183	1680
Multi-Input combinational cell	2455	24900
Inverter	660	2480
==> worst max-delay path: cells and delay by family <==
kind | cells | cell delay, ns
AND/OR/NAND/NOR | 9 | 2.60
AND-OR/OR-AND | 6 | 2.01
XOR/XNOR | 2 | 0.34
buffers and inverters | 8 | 1.58
adder cells (fa/ha/maj) | 12 | 5.64
==> layout by cell type (no fill, tap or decap), types with 5 or more instances in the layout <==
cell,n
clkdlybuf4s50_1,124
nor2b_1,6
nand2b_1,9
or3_1,5
nor3_1,22
a31oi_1,9
nand4_1,25
fa_1,654
nor2_1,55
o21a_1,6
a211oi_1,6
a22oi_1,7
and4_1,9
xnor2_1,59
o21bai_1,16
buf_4,59
xor2_1,53
a21oi_1,105
o21ai_0,54
nand3_1,33
inv_1,660
and3_1,11
ha_1,290
nand2_1,615
a21o_1,25
a22o_1,15
o211ai_1,6
and2_1,258
o31ai_1,6
==> kinds of logic (layout without fill, tap and decap cells) <==
| group | count (synthesis) | after routing |
|---|---|---|
| xor gates and xnor gates | 114 | 114 |
| and+or+nand+nor | 1085 | 1085 |
| AOI/OAI and AO/OA | 304 | 304 |
| buffers and inverters | 845 | 843 |
| other | 1 | 4 |
| adders and majority gates | 944 | 944 |
| muxes | 4 | 4 |
==> stage by stage <==
stage	worst slack, ns	hold WS, ns
2_1_floorplan	5.72	10.31
3_3_place_gp	3.29	11.49
3_5_place_dp	3.41	11.49
4_1_cts	3.32	11.50
5_1_grt	2.66	11.53
6_report	3.17	11.49
